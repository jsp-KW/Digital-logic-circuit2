==> ./design.v <==
module mx8_32bits(a,b,c,d,e,f,g,h,s2,s1,s0,y); 
	input [31:0]a,b,c,d,e,f,g,h;  
	input s2,s1,s0;  
	output [31:0] y;  
	wire [31:0] w0,w1,w2,w3,w4,w5;  
	mx2_32bits u0_mx2_32(.d0(a), .d1(b), .s(s0), .y(w0));  
	mx2_32bits u1_mx2_32(.d0(c), .d1(d), .s(s0),.y(w1));  
	mx2_32bits u2_mx2_32(.d0(e), .d1(f), .s(s0), .y(w2));  
	mx2_32bits u3_mx2_32(.d0(g), .d1(h), .s(s0),.y(w3));  
	mx2_32bits u4_mx2_32(.d0(w0), .d1(w1), .s(s1),.y(w4));  
	mx2_32bits u5_mx2_32(.d0(w2), .d1(w3), .s(s1),.y(w5));  
	mx2_32bits u6_mx2_32(.d0(w4), .d1(w5), .s(s2),.y(y));  
endmodule 
module mx2_32bits(d0,d1,s,y);
input [31:0] d0, d1;  
input s;  
output [31:0] y;  
assign y=(s==0)?d0:d1;  
endmodule 
==> ./run.sh <==
#!/bin/bash
# OpenROAD 26Q1-2900-gdf79404cd8, Yosys 0.63+post, stock flow scripts
make -C /OpenROAD-flow-scripts/flow DESIGN_CONFIG=/design/flow/config.mk WORK_HOME=/design/flow/orfs finish
==> ./config.mk <==
export PLATFORM = sky130hd
export DESIGN_NAME = mx8_32bits
export DESIGN_NICKNAME = mx8_32bits
export VERILOG_FILES = /design/flow/design.v
export SDC_FILE = /design/flow/constraint.sdc
export NUM_CORES = 4
export LEC_CHECK = 1
export CORE_AREA = 10 10 127 127
export DIE_AREA = 0 0 137 137
==> ./constraint.sdc <==
current_design mx8_32bits

set clk_period 2.5
set clk_io_pct 0.2

create_clock -name clk0 -period $clk_period

set non_clock_inputs [all_inputs -no_clocks]
set_input_delay [expr $clk_period * $clk_io_pct] -clock clk0 $non_clock_inputs
set_output_delay [expr $clk_period * $clk_io_pct] -clock clk0 [all_outputs]
==> flow_metrics.tcl <==
# flow metrics
set metrics [dict create \
    status "finished, final reports clean" \
    drt-initial-drc-count 53 \
    worstMarginPinSlew_ns 0.204 \
    antenna_found_initial 1 \
    maxCapViolCount 0 \
    vias_per_cell 4.40 \
    area_growth_pct 159 \
    setup_tns_ns 0 \
    drt_pass1_iterations 6 \
    crit_type "input pin to output pin" \
    irDropWorstVdd_mv 0.0741 \
    post-route-min-period_ns 2.45 \
    cts_hold_buf 0 \
    rsz0062_at_grt "no" \
    grt_pass1_vias 2937 \
    netlist_area_um2 2070 \
    track_usage_pct 13.6 \
    endpoint_kind "output pin" \
    drv_slew 0 \
    max_freq_ghz 0.409 \
    drive_gt1_share_pct 26.8 \
    syn_inst 114 \
    fp.coreArea_um2 13300 \
    drcViolationCount 0 \
    ys_area_um2 2070 \
    routed_wl_um 13400 \
    die_h_um 137 \
    syn_area_per_cell_um2 18.2 \
    die_x_um 137 \
    synth_seq_share_pct 0 \
    ant_nets 0 \
    warning_count 32 \
    gp_congestion 0.915 \
    grt_pass1_wl_um 18900 \
    via_count 2601 \
    synth.distinct_cells 7 \
    io_pins 291 \
    wire_per_inst_um 22.7 \
    min_path_type "input pin to output pin" \
    overflow 0 \
    num_rows 42 \
    slew_headroom_pct 86.4 \
    hold_violations 0 \
    fin_util_pct 40.3 \
    crit_arrival_ns 1.95 \
    power.density_nw_per_um2 164 \
    die_area_um2 18800 \
    grt_max_degree 29 \
    crit_fanout 9 \
    nClkBuffers 0 \
    flop-count 0 \
    power.leakage_nw 2.04 \
    portBuffers 291 \
    fp_util_pct 15.5 \
    regArea_um2 0 \
    setup_viol 0 \
    ys_warn_count 0 \
    dp_hpwl_um 11500 \
    ys_cells 114 \
    cp-start-kind "input pin" \
    finalClockPeriodUsage_pct 97.9 \
    crit_required_ns 2.00 \
]
Yosys cell counts (all sizes together):
cell | instances | area (µm²)
buf | 16 | 114
clkbuf | 2 | 7.51
mux2 | 32 | 360
mux4 | 64 | 1590
critical path, stage by stage:
cell	delay, ns
buf_16	0.13
buf_4	0.13
buf_12	0.12
mux4_1	0.54
mux2_2	0.27
dlygate4sd2_1	0.26
placed cells by master (no fill, tap or decap):
cell type / count
dlygate4sd2_1: 44
buf_2: 2
buf_8: 1
clkdlybuf4s50_1: 243
buf_6: 2
dlymetal6s2s_1: 1
mux4_2: 49
buf_4: 11
buf_16: 4
mux2_2: 26
mux2_4: 6
mux4_1: 15
buf_12: 10
diode_2: 1
report_power, final:
group	leakage [nW]	switching, mW	internal (mW)
Combinational	2.04	0.196	0.683
Sequential	0	0	0
Clock	0.00000634	0	0.0000000535
Total	2.04	0.196	0.683
cell type report:
type                       instances  area [µm²]
fill                            1314        7970
multi-input combinational         96        1880
timing repair buffer             318        3270
tap                              176         220
antenna                            1        2.50
metal layers:
| layer | track usage (%) | up-vias | share of wire (%) |
|---|---|---|---|
| li1 | - | 1172 | - |
| met1 | 15.6 | 1242 | 36 |
| met2 | 24.0 | 187 | 50 |
| met3 | 6.73 | 0 | 14 |
| met4 | 0 | 0 | 0 |
| met5 | 0 | - | 0 |
what timing repair did:
action | in CTS | in global routing
resized | 80 | 7
setup buffers | 5 | 8
setup endpoints to repair | 32 | 9
cloned | 3 | 0
stage by stage:
stage / power (mW) / setup slack, ns / hold WS [ns] / cells / area, µm²
after floorplan: 0.278 / 0.430 / 1.29 / 114 / 2070
after global placement: 0.866 / -0.253 / 1.95 / 574 / 5230
after detailed placement: 0.871 / -0.234 / 1.95 / 574 / 5230
after CTS: 0.874 / 0.00189 / 1.69 / 582 / 5290
after global routing: 0.941 / 0.00529 / 1.70 / 590 / 5370
final: 0.880 / 0.0529 / 1.67 / 591 / 5370
path summary, 6_finish.rpt:
kind / from / end / slack, ns / depth (start not counted)
max: s0 / y[31] / 0.05 / 6
min: s1 / y[10] / 1.67 / 4
cell families (layout without fill, tap and decap cells):
group | Yosys count | count (layout) | share of synthesized area, %
other cells | 0 | 1 | 0
mux | 96 | 96 | 94.1
buf+inv | 18 | 318 | 5.85
Power and IR drop assume default switching activity.
