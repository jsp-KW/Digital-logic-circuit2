==> flow/design.v <==
module register32_8 (clk, reset_n, en, d_in, d_out0, d_out1, d_out2, d_out3, d_out4, d_out5, d_out6, d_out7);
	input clk, reset_n;  
	input [7:0] en; 
	input [31:0] d_in;  
	output [31:0] d_out0, d_out1, d_out2, d_out3, d_out4, d_out5, d_out6, d_out7;
	register32_r_en u0(.clk(clk), .reset_n(reset_n), .en(en[0]), .d(d_in), .q(d_out0));
	register32_r_en u1(.clk(clk), .reset_n(reset_n), .en(en[1]), .d(d_in), .q(d_out1));
	register32_r_en u2(.clk(clk), .reset_n(reset_n), .en(en[2]), .d(d_in), .q(d_out2));
	register32_r_en u3(.clk(clk), .reset_n(reset_n), .en(en[3]), .d(d_in), .q(d_out3));
	register32_r_en u4(.clk(clk), .reset_n(reset_n), .en(en[4]), .d(d_in), .q(d_out4));
	register32_r_en u5(.clk(clk), .reset_n(reset_n), .en(en[5]), .d(d_in), .q(d_out5));
	register32_r_en u6(.clk(clk), .reset_n(reset_n), .en(en[6]), .d(d_in), .q(d_out6));
	register32_r_en u7(.clk(clk), .reset_n(reset_n), .en(en[7]), .d(d_in), .q(d_out7));
endmodule
module register32_r_en (clk, reset_n, en, d, q);  
	input clk, reset_n, en;  
	input [31:0] d;  
	output reg [31:0] q; 
	always@(posedge clk or negedge reset_n)  
	begin 
		if(reset_n ==0)  q<=32'b0;  
		else if (en)     q<=d;  
		else q<=q;  
	end
endmodule
==> flow/run.sh <==
#!/bin/bash
# OpenROAD 26Q1-2900-gdf79404cd8, Yosys 0.63+post, stock flow scripts
make -C /OpenROAD-flow-scripts/flow DESIGN_CONFIG=/design/flow/config.mk WORK_HOME=/design/flow/orfs finish
==> flow/config.mk <==
export PLATFORM = sky130hd
export DESIGN_NAME = register32_8
export DESIGN_NICKNAME = register32_8
export VERILOG_FILES = /design/flow/design.v
export SDC_FILE = /design/flow/constraint.sdc
export NUM_CORES = 4
export LEC_CHECK = 1
export CORE_UTILIZATION = 40
==> flow/constraint.sdc <==
current_design register32_8

set clk_period 1.5
set clk_io_pct 0.2

create_clock -name clk0 -period $clk_period [get_ports {clk}]

set non_clock_inputs [all_inputs -no_clocks]
set_input_delay [expr $clk_period * $clk_io_pct] -clock clk0 $non_clock_inputs
set_output_delay [expr $clk_period * $clk_io_pct] -clock clk0 [all_outputs]
==> summary.txt <==
Main metrics from the flow reports.

The post-placement cell area is 13,000 sq um. The clock tree from TritonCTS is yes. The initial antenna violation count is 0. The count of library flops with an enable pin is 0. The number of routed nets with antenna violations came out at 0. The total placed cells including tap cells is 1,144. The worst vdd rail ir drop is 1.00 mV.

The number of primary I/O pins came out at 298. The capture instance of the worst register-to-register path is u2.q[8]. The diode insertion count for antenna repair came out at 0.

Across all checked pins, the minimum headroom to the slew limit is 76.9%. The startpoint of the worst-slack reg-to-reg timing path is u2.q[8]. The number of buffers created by CTS is 28. The tree built by TritonCTS fans out to 256 sinks. The full die area came out at 25,100 sq um.

The aggregate global-route resource usage came out at 21.1%. Total power normalized to cell area comes to 1260 nW/um^2. The total leakage power came out at 6.50 nW. The final instance area came out at 14,300 sq um.

The share of the clock period used by the worst path after layout is 97.8%. The biggest fanout along the worst timing path is 2. The buffer-and-inverter tally for the worst setup path is 1. Of the post-synthesis cell area, the dominant cell type holds 65.5%. The total cells reported by yosys after synthesis came out at 544. The number of DRC markers after the initial detailed-route iteration came out at 237. Clock tree synthesis selected as its root buffer the cell sky130_fd_sc_hd__clkbuf_16. The post-synth register bit count is 256. In this run the horizontal extent of the chip is 158 microns. At the pin with the least slew margin, the transition time is 0.345 ns.

The clock-pin slew on the worst setup and hold paths came out at 0.06 ns. The number of cell rows is 56. STA classifies the critical path startpoint as a flip-flop. By area the synthesized netlist is led by sky130_fd_sc_hd__dfrtp_1 66%, sky130_fd_sc_hd__mux2_2 26%, sky130_fd_sc_hd__mux2_4 4.8%. In the placement report, post-DP HPWL is listed as 15.9 mm. The cell sequence reported for the critical path is dlygate4sd2_1. Timing would allow up to 681 MHz.

The critical path is of the flip-flop to output port type. The post-route minimum period came out at 1.47 ns. The starting utilization of the core area came out at 41.2%. The count of unresolved DRC violations after routing came out at 0. Max-slew check failures listed in the final report amount to 0.

The number of buffers added on ports came out at 297. After layout, the design draws a total of 18.0 mW. The biggest area consumer among synthesized cells is sky130_fd_sc_hd__dfrtp_1. The maximum number of pins on one net before global-route repair is 67. The number of H-tree levels is 1. The number of buffers on the longest clock path is 3. The count of warnings emitted by yosys came out at 1. The post-synthesis cell type count is 6. The yosys stat chip area is 9780 sq um.

The slack of the worst reg-to-reg path is 0.50 ns. The most numerous cell in the Yosys netlist is sky130_fd_sc_hd__dfrtp_1. In this run the number of cells on the critical path is 1.

In this run the worst hold path is classified as input port to flip-flop. Looking at the critical path, the single cell with the biggest stage delay is sky130_fd_sc_hd__dfrtp_1. The depth of the worst register-to-register path came out at 3.

The run finished with clean final reports. The worst clock skew came out at 0 ns. The number of detailed-route iterations in the first pass came out at 4. The fraction of the yosys area taken by sequential cells came out at 65.5%.

The capturing element of the worst setup path is d_out7[9]. The post-detailed-route via-to-cell ratio is 4.77. The insertion delay to the later sink of the worst-skew pair came out at 0.53 ns.

The fraction of registers with async set/reset came out at 100%. Measured along the y axis, the die boundary spans 158 microns. For this block, the routed nets add up to 25.2 mm of wire. The final-report hold violation count is 0. The number of global-route vias before repair was 6,157. The launch point of the critical path was reported as u7.q[9]. Dividing the synthesized area by the synthesized cell count gives 18.0 sq um. The largest stage delay on the critical path is 0.37 ns.

The max-capacitance violation count is 0. Warnings raised by the tools during the run amount to 25. By count the netlist is led by 256 x sky130_fd_sc_hd__dfrtp_1, 225 x sky130_fd_sc_hd__mux2_2, 31 x sky130_fd_sc_hd__mux2_4.

Post-synth the commonest register cell is sky130_fd_sc_hd__dfrtp_1. The area growth from synthesis to layout came out at 45.8%. The required time at the worst-slack endpoint is 1.20 ns. The leftover overflow at the end of global routing is 0. The first global-routing pass estimated 37.8 mm of wire. The share of final-layout standard cells stronger than drive strength 1 came out at 41.1%. Synthesis produced 544 cells.

Among cell families on the critical path, the largest total delay comes from flip-flops. After its last routability iteration, the placer logged a weighted congestion of 0.798. After detailed routing, the average wire length per cell comes to 20.1 microns. For this run, the number of standard cells in the final layout without fillers is 1,252. The data arrival at the endpoint of the critical path came out at 1.17 ns.

The type of element capturing the critical path is an output port. The core region area came out at 23,800 sq um. The post-synthesis instance area is 9780 sq um. The count of final setup violators is 0. The total number of vias came out at 5,974.
[final cells by class]
class | count | area, sq um
multi-input cells | 256 | 3000
clock buffers | 40 | 827
fillers | 1802 | 9490
flip-flops and latches | 256 | 6410
clock inverters | 11 | 205
repair buffers | 370 | 3420
well taps | 319 | 399
[kinds of logic after synthesis]
family                 share of synthesized area [%]
buffers and inverters                           3.81
flip-flops                                      65.5
multiplexers                                    30.7
[worst min-delay path by stage]
stage                  from       end  slack [ns]  cells past startpoint
after global routing  en[1]  u1.q[21]        0.20                      2
final                 en[1]  u1.q[21]        0.19                      2
after CTS             en[1]  u1.q[21]        0.18                      2
[placed cells by master, fill, tap and decap left out]
master / instances
sky130_fd_sc_hd__mux2_4: 31
sky130_fd_sc_hd__clkbuf_8: 6
sky130_fd_sc_hd__mux2_2: 225
sky130_fd_sc_hd__clkdlybuf4s15_1: 95
sky130_fd_sc_hd__bufinv_16: 6
sky130_fd_sc_hd__buf_12: 11
sky130_fd_sc_hd__dlygate4sd2_1: 161
sky130_fd_sc_hd__buf_8: 1
sky130_fd_sc_hd__buf_4: 61
sky130_fd_sc_hd__buf_2: 8
sky130_fd_sc_hd__dlygate4sd3_1: 1
sky130_fd_sc_hd__clkdlybuf4s50_1: 32
sky130_fd_sc_hd__clkbuf_1: 5
sky130_fd_sc_hd__clkinv_2: 5
sky130_fd_sc_hd__dfrtp_1: 256
sky130_fd_sc_hd__clkbuf_16: 29
[worst reg2reg max path: cells and delay by family (launching register included)]
family	cells	cell delay [ns]
buffers and inverters	2	0.26
flip-flops	1	0.38
multiplexers	1	0.25
[layer usage]
layer / global-route usage [%] / vias to the layer above / part of all wire, %
met5: 0 / - / 0
met1: 31.1 / 3059 / 43
met2: 32.2 / 208 / 46
met3: 7.29 / 34 / 8.6
met4: 3.34 / 0 / 1.8
li1: - / 2673 / -
[sequential cells by signal, summed over array words and instances, names as in the netlist]
name	count
u6.q	32
u4.q	32
u2.q	32
u0.q	32
u7.q	32
u5.q	32
u1.q	32
u3.q	32
[power breakdown]
part           internal [mW]  total, mW  switching, mW
Clock                   4.84       7.51           2.68
Combinational           1.67       2.50          0.825
Sequential              7.60       7.95          0.348
Total                   14.1       18.0           3.85
[what timing repair did]
action / 4_1_cts / 5_1_grt
resized: 276 / 75
endpoints found under the hold margin: 42 / 0
hold buffers: 2 / 0
pin swaps: 0 / 0
endpoints found under the setup margin: 256 / 85
setup buffers: 39 / 16
[metrics by stage]
stage                     hold slack (ns)  setup WS [ns]  util (%)  TNS (ns)
after floorplan                   0.00441          0.515         -         0
final                               0.188         0.0323      60.0         0
after global placement              0.197          0.165      54.7         0
after detailed placement            0.198          0.139      54.7         0
after global routing                0.201       -0.00548      60.0   -0.0179
after CTS                           0.179       0.000172      59.1         0
Power is estimated from default activity; no workload was simulated.
