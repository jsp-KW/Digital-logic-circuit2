$ cat design/flow/design.v
module ram(clk, cen, wen, addr, din, dout);  
	input clk,cen,wen;  
	input [4:0] addr;  
	input [31:0] din; 
	output reg [31:0] dout;  
	reg [31:0] mem [0:31];  
	integer i;  
	initial begin
		for ( i=0; i<32; i= i+1) begin
			mem[i] = 32'b0;
		end
	end
	always@ (posedge clk) begin
		if (cen == 1'b1 && wen ==1'b1) begin  
			mem[addr] <= din; 
			dout <= 32'b0;
		end
		else if (cen == 1'b1 && wen ==1'b0)   
			dout <= mem[addr];
		else if (cen == 1'b0) 
			dout <= 32'b0;
	end
endmodule
$ cat design/flow/run.sh
#!/bin/bash
# OpenROAD 26Q1-2900-gdf79404cd8, Yosys 0.63+post, stock flow scripts
make -C /OpenROAD-flow-scripts/flow DESIGN_CONFIG=/design/flow/config.mk WORK_HOME=/design/flow/orfs finish
$ cat design/flow/config.mk
export PLATFORM = sky130hd
export DESIGN_NAME = ram
export DESIGN_NICKNAME = ram
export VERILOG_FILES = /design/flow/design.v
export SDC_FILE = /design/flow/constraint.sdc
export NUM_CORES = 4
export LEC_CHECK = 1
export CORE_UTILIZATION = 30
$ cat design/flow/constraint.sdc
current_design ram

set clk_period 6.1
set clk_io_pct 0.2

create_clock -name clk0 -period $clk_period [get_ports {clk}]

set non_clock_inputs [all_inputs -no_clocks]
set_input_delay [expr $clk_period * $clk_io_pct] -clock clk0 $non_clock_inputs
set_output_delay [expr $clk_period * $clk_io_pct] -clock clk0 [all_outputs]
==> metrics.sh <==
POWER_REPORT.INTERNAL_TOTAL_mW=12.1
CLOCK.FMAX_MHz=248
CTS-ROOT-BUF='clkbuf_16'
POST_SYNTH_SEQ_SHARE_PCT=78.9
CLOCK_POWER_SHARE_PCT=42.9
POSTROUTEANTENNANETS=0
CLOCK_TREE.BUFFER_DEPTH=3
SLEW_VIOLATIONS=0
CRITICAL_PATH_ARRIVAL_NS=4.54
SYNTHTOLAYOUTAREAGROWTH_PCT=17.6
SYNTH.FF_LATCH_COUNT=1056
CTS.REPORTEDPATHS.CLKPINSLEW_NS=0.06
SWITCHING_SHARE_PCT=20.3
FLOORPLAN.DIE.HEIGHT_UM=366
CLOCK_LATENCY_NS=0.68
TOP_LEVEL_PORTS=72
FP_UTIL_PCT=30.3
VIASPERCELL=4.96
P_TOTAL_mW=15.2
CTSRESIZECOUNT=0
STAGE_LOG_WARNING_COUNT=26
SETUP-TNS-FINAL_NS=0
CTS_TREE='yes'
CRITICAL_PATH_PEAK_FANOUT=66
YOSYS.STAT.CHIPAREA_MM2=0.0398
DRT-INITIAL-DRC-COUNT=1322
CLOCK-SINKS=1056
HTREE_LEVELS=3
WORSTHOLDPATHTYPE='reg -> reg'
GRT_REMAINING_OVERFLOW=0
FIN_WORST_SKEW_NS=0.0351
GRT_START_MAX_NET_PINS=89
P_SWITCHING_mW=3.08
FINALCLOCKPERIODUSAGE_PCT=66.2
FINAL_LAYOUT_SIZE_SUFFIX_GT1_SHARE_PCT=13.3
PERIOD_NEEDED_NS=4.04
CTS.REPAIR_TIMING.SETUP_BUFFER_COUNT=0
CRIT_TYPE='in -> reg'
WORSTSETUPENDPOINTTYPE='register'
SYNTH.DISTINCT_CELLS=25
CRIT_PATH_START_KIND='input pin'
REQUIRED_TIME_WORST_ENDPOINT_NS=6.61
DETAIL_ROUTE.WL_PER_CELL_UM=25.1
NUM_VIAS=20600
WORST_HOLD_SLACK_NS=0.720
GLOBAL_ROUTE_WIRE_LENGTH_BEFORE_REPAIR_UM=150000
TIGHTEST_SLEW_NS=1.12
PORT-BUFFER-COUNT=71
PLACEMENTROWS=133
DRC=0
ANTENNA_FOUND_INITIAL=7
POSTCTSHOLDBUFS=0
MAXSLEWHEADROOM_PCT=25.2
POSTLAYOUTSETUPSLACKWORST_NS=2.06
PLACE_WS_NS=1.42
DIE_W_UM=366
POST_SYNTH_INSTANCE_AREA_MM2=0.0398
GRT_PASS1_VIAS=22000
DPL.HPWL_UM=61600
YOSYSCELLCOUNT=2144
FINAL_SETUP_VIOLS=0
P_LEAK_nW=15.7
STATUS='completed'
POSTSYNTHCELLCOUNT=2144
SEQPWRFRAC_PCT=52.9
TRACK_USAGE_PCT=16.4
NUMCTSBUFFERS=101
DRT-TOTAL-WL_UM=104000
IR_DROP_uV=218
YOSYS_WARNINGS=1
FP.COREAREA_MM2=0.131
SETUP_REPAIR_AFTER_GLOBAL_ROUTING_MISSED_ITS_MARGIN='false'
MAXCAPVIOLATIONS=0
GP_CONGESTION=0.868
DRTPASS1ITERATIONS=7
PWR_DENSITY_CELL_mW_PER_MM2=324
CHIPAREA_MM2=0.134
POST_SYNTH.CELL_AREA_AVG_UM2=18.6
POWER.SHARE.COMBINATIONAL_PCT=4.1
HOLD_VIOLATIONS=0
[metrics by stage]
step | area [um2] | instances | utilization (%)
after detailed placement | 43300 | 3961 | 32.9
after floorplan | 39800 | 2144 | -
final | 46800 | 4151 | 35.6
after CTS | 46800 | 4150 | 35.6
after global placement | 43300 | 3961 | 32.9
after global routing | 46800 | 4150 | 35.6
[cell type report]
cell class | instances | area [um2]
clock inverter | 57 | 734
tap | 1755 | 2200
multi-input combinational | 960 | 8010
sequential | 1056 | 31400
fill | 12000 | 84700
timing repair buffer | 190 | 1700
antenna | 1 | 2.50
clock buffer | 132 | 2770
[kinds of logic (layout without fill, tap and decap cells)]
group	Yosys count	in the layout	synth area share [%]
mux	512	512	12.9
buf+inv	128	379	1.65
flops	1056	1056	78.9
compound gates	288	288	4.53
other cells	0	1	0
simple gates	160	160	2.06
[power groups by stage]
| stage | registers, mW | clock network (mW) | logic, mW |
|---|---|---|---|
| 6_report | 8.03 | 6.51 | 0.625 |
| 5_1_grt | 8.03 | 6.89 | 0.670 |
| 4_1_cts | 8.03 | 6.61 | 0.628 |
[cell usage after synthesis]
master | n | area, um2
a31oi_1 | 32 | 200
buf_1 | 2 | 7.51
buf_2 | 73 | 365
buf_6 | 11 | 124
clkbuf_1 | 41 | 154
clkbuf_2 | 1 | 5.00
dfxtp_1 | 32 | 641
edfxtp_1 | 1024 | 30700
mux2i_1 | 512 | 5120
nand2_1 | 4 | 15.0
nand2b_1 | 1 | 6.26
nand3_1 | 1 | 5.00
nand3b_1 | 2 | 15.0
nand4_1 | 2 | 12.5
nand4b_1 | 5 | 43.8
nand4bb_1 | 6 | 67.6
nor2_1 | 94 | 353
nor3_1 | 4 | 20.0
nor4_1 | 32 | 200
o22ai_1 | 256 | 1600
or3_1 | 2 | 12.5
or3b_2 | 2 | 17.5
or4_1 | 1 | 7.51
or4b_1 | 3 | 30.0
or4b_4 | 1 | 13.8
[registers in the layout, indices dropped and copies added (netlist names)]
register,flops
dout,32
mem,1024
[cells in the final DEF (no fill, tap or decap), types with 22 or more instances in the layout]
| master | instances |
|---|---|
| dfxtp_1 | 32 |
| clkbuf_16 | 104 |
| nor2_4 | 28 |
| edfxtp_1 | 1024 |
| clkbuf_1 | 22 |
| nor2_1 | 66 |
| clkdlybuf4s50_1 | 70 |
| mux2i_1 | 512 |
| nor4_1 | 32 |
| a31oi_1 | 32 |
| buf_4 | 112 |
| o22ai_1 | 256 |
[layer usage]
metal  GRT usage (%)  part of all wire (%)  wire length [um]
met4            3.32                   2.4              2490
met1            18.6                    34             35400
met3            12.5                    17             17400
met2            25.1                    47             49000
met5               0                 0.080                83
[worst max-delay path, cell delays in order]
cell and delay, ns:
buf_8 0.46, buf_4 0.75, buf_4 0.78, mux2i_1 0.26, o22ai_1 0.11, nor4_1 0.50, a31oi_1 0.24
[path summary, 6_finish.rpt]
check	startpoint	cells after the start	end	slack, ns
min reg2reg	mem[1][29]	4	dout[29]	0.72
max reg2reg	mem[7][14]	4	dout[14]	4.39
max	addr[1]	7	dout[4]	2.06
min	mem[1][29]	4	dout[29]	0.72
